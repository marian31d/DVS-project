==> /design/flow/config.mk <==
export PLATFORM = sky130hd
export DESIGN_NAME = switch_port
export DESIGN_NICKNAME = switch_port
export VERILOG_FILES = /design/flow/design.v
export SDC_FILE = /design/flow/constraint.sdc
export NUM_CORES = 4
export LEC_CHECK = 1
export CORE_AREA = 10 10 89 89
export DIE_AREA = 0 0 99 99
==> /design/flow/constraint.sdc <==
current_design switch_port

set clk_period 2.5
set clk_io_pct 0.2

create_clock -name clk0 -period $clk_period [get_ports {clk}]

set non_clock_inputs [all_inputs -no_clocks]
set_input_delay [expr $clk_period * $clk_io_pct] -clock clk0 $non_clock_inputs
set_output_delay [expr $clk_period * $clk_io_pct] -clock clk0 [all_outputs]
==> /design/flow/design.v <==
module switch_port #(
	parameter int NUM_PORTS = 4
  )(
	input  logic        clk,
	input  logic        rst_n,
	input  logic        valid_in,
	input  logic [3:0]  source_in,
	input  logic [3:0]  target_in,
	input  logic [7:0]  data_in,
	output logic        valid_out,
	output logic [3:0]  source_out,
	output logic [3:0]  target_out,
	output logic [7:0]  data_out
  );
	typedef enum logic { ST_IDLE, ST_SEND } port_state_t;
	port_state_t state, next_state;
	logic [3:0] src_q, tgt_q;
	logic [7:0] data_q;
	always_ff @(posedge clk or negedge rst_n) begin
	  if (!rst_n)
		state <= ST_IDLE;
	  else
		state <= next_state;
	end
	always_comb begin
	  next_state = state;
	  case (state)
		ST_IDLE: if (valid_in) next_state = ST_SEND;
		ST_SEND: next_state = ST_IDLE;
	  endcase
	end
	always_ff @(posedge clk or negedge rst_n) begin
	  if (!rst_n) begin
		src_q  <= '0;
		tgt_q  <= '0;
		data_q <= '0;
	  end else begin
		if (state == ST_IDLE && valid_in) begin
		  src_q  <= source_in;
		  tgt_q  <= target_in;
		  data_q <= data_in;
		end
	  end
	end
	always_comb begin
	  valid_out  = (state == ST_SEND);
	  source_out = src_q;
	  target_out = tgt_q;
	  data_out   = data_q;
	end
  endmodule
==> /design/flow/run.sh <==
#!/bin/bash
# OpenROAD 26Q1-2900-gdf79404cd8, Yosys 0.63+post, stock flow scripts
make -C /OpenROAD-flow-scripts/flow DESIGN_CONFIG=/design/flow/config.mk WORK_HOME=/design/flow/orfs finish
==> qor.txt <==
Area after DPL: 0.00110 mm^2
drt total wl: 1660 um
clk sinks: 17
CTS max path bufs: 2
maxcap violations: 0
Die ar.: 0.00980 mm^2
worst skew pair latency: 0.25 ns
Post-Syn Area per Cell: 19.0 um^2
# fillers: 635
Post-synth ARST share: 100%
final number of hold-violating endpoints: 0
drt initial violations: 7
Critical Path AT: 1.89 ns
WL per Instance: 11.2 um
P_leak: 0.463 nW
Synth Seq Share: 62.2%
Slew Limit Fails: 0
die width: 99 um
Mapped Area: 684 um^2
outcome: finished clean
worst slew pin tran: 0.759 ns
Overflow after GRT: 0
cycle use final: 70.5%
flops & latches, synth: 17
vias post-DR: 444
Post-CTS Resized: 0
fp_density: 11.4%
YS warnings: 1
share of cells above drive strength 1: 27.4%
Final Cell Area: 0.00114 mm^2
worst hold slack: 0.506 ns
final clock skew: 0.00268 ns
Post-synth EDFFs: 0
Non-Filler Instances: 148
vias in the first global route: 508
yosys synthesis chip area: 684 um^2
top cells by area: dfrtp_1, mux2_4, mux2_2
top-level port count: 36
Crit Path Max Fanout: 17
CTS tree: done
register clock-pin slew on the reported worst setup and hold paths: 0.06 ns
CTS Buf Count: 3
Core Region: 0.00599 mm^2
Post-Syn Instances: 36
post-CTS repair timing setup buffer count: 0
top cells by count: dfrtp_1, mux2_4, mux2_2
Inserted Diodes: 0
Die Span Y: 99 um
Setup-failing EPs final: 0
hold worst-path end: tgt_q[3]
Final min period: 1.76 ns
Log Warnings: 25
R2R Path Start: state
most frequent cell after synthesis: dfrtp_1
TNS Setup: 0 ns
Required @ worst endpoint: 2.63 ns
hold path start: tgt_q[3]
antenna-violating nets left: 0
Worst slew margin: 49.2%
First-pass DRT Iterations: 2
number of hold buffers added after CTS: 0
via/cell ratio: 3.00
RR Endpoint: data_q[7]
CP Capture Type: flip-flop
global placement routability congestion: 0.767
Reg2Reg Setup Slack: 1.08 ns
CP Class: input pin to flip-flop
DP Cell Count: 144
Synth top area share: 62.2%
R2R depth: 2
H-tree levels: 1
first-pass GRT wire length: 2700 um
largest net degree at the start of global routing: 18
clk root buf: clkbuf_8
top_reg_cell synth: dfrtp_1
Synth area leader: dfrtp_1
IO buf count: 35
Synth cell types: 6
RSZ-0062 raised after global routing: no
total track usage: 3.42%
area delta synth->final: 66.9%
Core Rows: 28
PnR Total Power: 0.705 mW
Hold Path Class: flip-flop to flip-flop
initial antenna violation count: 0
Hold Path Stages: 1
Yosys Instances: 36
peak ir drop on the vdd network: 0.000291 V
P per Cell Area: 617 mW/mm^2
fmax: 568 MHz
Worst setup SP type: input pin
drt drc: 0
-- per-stage QoR --
| step | worst slack (ns) | utilization, % |
|---|---|---|
| floorplan | 1.21 | - |
| global placement | 0.531 | 18.3 |
| detailed placement | 0.459 | 18.3 |
| CTS | 0.720 | 19.1 |
| global route | 0.651 | 19.1 |
| finish | 0.738 | 19.1 |
-- how the worst max path moves through the flow --
stage / from / end
after CTS: valid_in / data_q[7]
after global routing: valid_in / data_q[3]
final: valid_in / data_q[7]
-- state kept, by name, summed over array words and instances, names as in the netlist --
name and count:
data_q 8, tgt_q 4, src_q 4, state 1
-- placed cells by master, fill, tap and decap left out --
cell type / count
mux2_2: 7
dfrtp_1: 17
mux2_4: 9
clkdlybuf4s50_1: 35
nor2b_4: 1
clkbuf_1: 1
clkbuf_8: 3
-- layout make-up --
| class | count | area, um^2 | share of cell area (%) |
|---|---|---|---|
| multi-input cells | 17 | 228 | 19.9 |
| repair buffers | 35 | 350 | 30.7 |
| flip-flops and latches | 17 | 425 | 37.2 |
| clock buffers | 4 | 45.0 | 3.94 |
| well taps | 75 | 93.8 | 8.21 |
-- cell families after synthesis --
logic type             Yosys count  share of synthesized area, %
and+or+nand+nor                  1                          2.01
muxes                           16                          31.3
DFF                             17                          62.2
buffers and inverters            2                          4.57
-- report_power, final --
| part | switching (mW) | internal (mW) | total (mW) |
|---|---|---|---|
| clock network | 0.0867 | 0.113 | 0.200 |
| logic | 0.0338 | 0.135 | 0.169 |
| registers | 0.0216 | 0.315 | 0.337 |
-- worst max-delay path: stages --
cell,delay (ns)
clkdlybuf4s50_1,0.47
nor2b_4,0.52
mux2_2,0.40
-- layer usage --
layer	GRT usage (%)	vias up	routed length (um)
li1	-	199	-
met1	4.46	213	787
met5	0	-	0
met2	4.51	32	610
met4	0	0	0
met3	2.82	0	263
Power is estimated from default activity; no workload was simulated.
